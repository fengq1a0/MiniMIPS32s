<file path="./run.sh">
#!/bin/bash
# OpenROAD 26Q1-2900-gdf79404cd8, Yosys 0.63+post, stock flow scripts
make -C /OpenROAD-flow-scripts/flow DESIGN_CONFIG=/design/flow/config.mk WORK_HOME=/design/flow/orfs finish
</file>
<file path="./config.mk">
export PLATFORM = sky130hd
export DESIGN_NAME = regfile
export DESIGN_NICKNAME = regfile
export VERILOG_FILES = /design/flow/design.v
export SDC_FILE = /design/flow/constraint.sdc
export NUM_CORES = 4
export LEC_CHECK = 1
export CORE_UTILIZATION = 40
</file>
<file path="./constraint.sdc">
current_design regfile

set clk_period 10.5
set clk_io_pct 0.2

create_clock -name clk0 -period $clk_period [get_ports {cpu_clk_50M}]

set non_clock_inputs [all_inputs -no_clocks]
set_input_delay [expr $clk_period * $clk_io_pct] -clock clk0 $non_clock_inputs
set_output_delay [expr $clk_period * $clk_io_pct] -clock clk0 [all_outputs]
</file>
<file path="./design.v">
`timescale 1ns / 1ps
module regfile(
    input  wire 				 cpu_clk_50M,
	input  wire 				 cpu_rst_n,
	input  wire  [4 : 0] wa,
	input  wire  [31: 0 	   ] wd,
	input  wire 				 we,
	input  wire  [4 : 0] ra1,
	output reg   [31: 0 	   ] rd1,
	input  wire  [4 : 0] ra2,
	output reg   [31: 0 	   ] rd2
    );
wire re1=1;
wire re2=1;
	reg [31: 0] 	regs[0:32-1];
	always @(posedge cpu_clk_50M) begin
		if (cpu_rst_n == 1'b0) begin
			regs[ 0] <= 32'h00000000;
			regs[ 1] <= 32'h00000000;
			regs[ 2] <= 32'h00000000;
			regs[ 3] <= 32'h00000000;
			regs[ 4] <= 32'h00000000;
			regs[ 5] <= 32'h00000000;
			regs[ 6] <= 32'h00000000;
			regs[ 7] <= 32'h00000000;
			regs[ 8] <= 32'h00000000;
			regs[ 9] <= 32'h00000000;
			regs[10] <= 32'h00000000;
			regs[11] <= 32'h00000000;
			regs[12] <= 32'h00000000;
			regs[13] <= 32'h00000000;
			regs[14] <= 32'h00000000;
			regs[15] <= 32'h00000000;
			regs[16] <= 32'h00000000;
			regs[17] <= 32'h00000000;
			regs[18] <= 32'h00000000;
			regs[19] <= 32'h00000000;
			regs[20] <= 32'h00000000;
			regs[21] <= 32'h00000000;
			regs[22] <= 32'h00000000;
			regs[23] <= 32'h00000000;
			regs[24] <= 32'h00000000;
			regs[25] <= 32'h00000000;
			regs[26] <= 32'h00000000;
			regs[27] <= 32'h00000000;
			regs[28] <= 32'h00000000;
			regs[29] <= 32'h00000000;
			regs[30] <= 32'h00000000;
			regs[31] <= 32'h00000000;
		end
		else begin
			if ((we == 1'b1) && (wa != 5'h0))
				regs[wa] <= wd;
		end
	end
always @(*) begin
	if	(cpu_rst_n == 1'b0)
		rd1 <= 32'h00000000;
	else if (ra1 == 5'b00000)
		rd1 <= 32'h00000000;
	else if ((re1 == 1'b1) && (we == 1'b1) && (wa == ra1))
	begin
	   if (wa==5'b0) rd1 <= 32'b0;
	   else rd1 <= wd;
	end
	else if  (re1 == 1'b1)
		rd1 <= regs[ra1];
	else
		rd1 <=32'h00000000;
end
always @(*) begin
	if(cpu_rst_n == 1'b0)
		rd2 <= 32'h00000000;
	else if (ra2 == 5'b00000)
		rd2 <= 32'h00000000;
	else if ((re2 == 1'b1) && (we == 1'b1) && (wa == ra2))
	begin
	   if (wa==5'b0) rd2 <= 32'b0;
	   else rd2 <= wd;
	end
	else if (re2 == 1'b1)
		rd2 <= regs[ra2];
	else
		rd2 <= 32'h00000000;
end
endmodule
</file>
==> flow_summary_export.csv <==
group,metric,value,unit
status,status,"finished clean",
sta,clock.fmax,118,MHz
critical_path,required,8.40,ns
floorplan,die_w,372,µm
finish,fill_cells,11700,
synth,ys.flop_type,"edfxtp_1",
finish,largest_reg_flops,1024,
sta,period_used_share,80.9,%
power_and_ir_drop,p_switching,2450,µW
cts,cts_tree,"yes",
cts,cts_setup_buffers,0,
power_and_ir_drop,power_density,160,nW/µm²
cts,clkTransAtPathRegs,0.06,ns
cts,clock_sinks,1024,
place,place_congestion,0.946,
sta,worstMarginPinSlew,1.39,ns
sta,rsz0062_at_grt,"no",
synth,ys_area,54900,µm²
power_and_ir_drop,ir_drop,0.127,mV
power_and_ir_drop,power_frac_clock,38.7,%
critical_path,worst-endpoint-arrival,6.40,ns
floorplan,die_area,139000,µm²
floorplan,initCoreUtil,40.4,%
drt,drtAntennaViolNets,0,
floorplan,die_h,372,µm
global_route,grt_pass1_wl,262000,µm
synth,yosys.area_share.xor_xnor,0.160,%
global_route,gr-total-overflow,0,
sta,relSlewSlack,5.09,%
synth,synthTopLogicFamily,"multiplexers",
drt,via_per_inst,6.14,
sta,final-setup-viol-count,0,
synth,synth.distinct_cells,50,
floorplan,ios,114,
cts,postCtsResizedCells,0,
critical_path,crit_fanout,27,
global_route,track_usage,29.2,%
floorplan,coreArea,136000,µm²
finish,drive_above_1_share,24.9,%
floorplan,placementRows,135,
min_path,hp-class,"in2reg",
cts,cts_made_buffers,107,
finish,final_area,61900,µm²
finish,area_growth,12.9,%
cts,cts_htree_levels,3,
critical_path,critPathCaptureType,"output port",
power_and_ir_drop,p_sw_share,24.8,%
finish,top_regs,"regs: 1024 flops",
power_and_ir_drop,internal-power,7440,µW
place,dp_hpwl,107000,µm
drt,drt-wirelength-per-cell,33.3,µm
cts,root_buffer,"clkbuf_16",
synth,synth_cells,3587,
critical_path,cpMostUsedCell,"buf_4",
flow_run,max-cap-violations,0,
place,place_area,58500,µm²
flow_run,warnings,26,
critical_path,max_stage_delay,1.20,ns
drt,vias,33700,
synth,async_flop_share,0,%
synth,yosysSeqAreaShare,56.1,%
sta,period_minus_slack,8.50,ns
drt,drt_pre_antenna_iters,5,
finish,mostFrequentLayoutCells,"edfxtp_1 (1024), and2_1 (994), mux4_2 (497)",
cts,cts_buffer_depth,3,
synth,syn_area,54900,µm²
drt,drtIter0Drc,2497,
place,port_buffers,113,
global_route,grt_pass1_vias,36300,
synth,yosys.area_share.adder,0,%
synth,synth_area_per_cell,15.3,µm²
power_and_ir_drop,combPwrFrac,12.4,%
sta,slew_viol_final,0,
sta,timing.setup.tns,0,ns
global_route,antenna_found_initial,6,
finish,regMostFlops,"regs",
synth,yosys_cells,3587,
synth,mux_area_share,21.5,%
synth,aoi_share,5.57,%
synth,synth_simple_gate_area_share,13.1,%
power_and_ir_drop,seqPwrFrac,48.8,%
synth,ys_ff,1024,
sta,hold_viol_final,0,
drt,drt-total-wl,183000,µm
cts,holdBufCountCts,0,
global_route,grt_start_max_net_pins,83,
critical_path,critPathSlowestCell,"a2111oi_1",
synth,yosysWarnings,1,
power_and_ir_drop,leakage,0.0206,µW
critical_path,crit_chain,"clkdlybuf4s50_1 > buf_4 > and2_4 > buf_4 > a22oi_1 > and3_1 > a2111oi_1 > buf_4 > clkdlybuf4s50_1",
critical_path,critPathKind,"in2out",
finish,lay_top_count,"edfxtp_1",
synth,synth-edff-count,1024,
critical_path,startpoint_type,"input pin",
drt,remaining_drc_errors,0,
critical path, delay by kind of cell:
family | cells | cell delay, ns
buffers and inverters | 5 | 1.99
and+or+nand+nor | 2 | 0.89
AOI/OAI and AO/OA | 2 | 1.36
per-layer routing:
layer | share of wire (%) | wire, µm | GRT usage [%] | vias to the layer above
met2 | 43 | 79000 | 39.5 | 2700
met3 | 19 | 35200 | 24.4 | 400
met5 | 0.32 | 584 | 3.39 | -
met4 | 4.1 | 7420 | 9.35 | 16
li1 | - | - | - | 14000
met1 | 33 | 60600 | 35.5 | 16500
synthesized netlist by cell type (5+ instances only):
cell	count	area share, %
a221oi_1	39	0.62
mux2i_1	53	0.97
nand2_1	12	0.082
a2111oi_2	5	0.14
a22oi_1	60	0.82
clkbuf_1	261	1.8
a2111oi_0	7	0.11
and2_1	995	11
xnor2_1	7	0.11
a21oi_1	37	0.34
nand2b_1	6	0.068
inv_1	6	0.041
nand3_1	5	0.046
a211oi_1	65	0.89
buf_6	20	0.41
a2111oi_1	21	0.38
buf_2	86	0.78
o21ai_0	33	0.30
buf_4	32	0.44
nor2b_1	42	0.48
edfxtp_1	1024	56
a22o_1	27	0.43
and3_1	30	0.34
nor2_1	72	0.49
o22ai_1	64	0.73
mux4_2	497	20
a221o_1	33	0.60
power groups by stage:
stage / Sequential, µW / Clock [µW] / Combinational, µW
6_report: 4830 / 3830 / 1230
4_1_cts: 4830 / 3880 / 1220
5_1_grt: 4860 / 4030 / 1290
worst paths after layout:
check | depth (start not counted) | slack [ns] | end | from
setup / recovery | 9 | 2.00 | rd1[18] | ra1[4]
hold / removal | 2 | 2.09 | regs[23][31]$_SDFFCE_PN0P_ | cpu_rst_n
final cells by class:
cell class	instances	area, µm²	share of cell area (%)
sequential	1024	30700	49.7
multi-input combinational	2183	22900	37.0
clock buffer	131	2810	4.54
timing repair buffer	289	2550	4.13
tap	1781	2230	3.60
clock inverter	66	644	1.04
inverter	6	22.5	0.0364
antenna	4	10.0	0.0162
cell families after synthesis:
group	Yosys count
and+or+nand+nor	1183
AOI/OAI and AO/OA	404
buffers and inverters	411
xor gates and xnor gates	10
muxes	554
other	1
DFF	1024
metrics by stage:
step	hold slack (ns)	utilization, %	total power (µW)	setup slack, ns	instances
after global placement	2.81	43.1	6120	2.34	5283
after detailed placement	2.80	43.1	6120	2.35	5283
after floorplan	2.30	-	5620	4.76	3618
final	2.09	45.6	9890	2.00	5484
after CTS	2.03	45.6	9930	2.35	5480
after global routing	2.06	45.6	10200	2.06	5482
Power figures rest on the tool's default switching activity, not on a simulated workload.
